==> /design/flow/config.mk <==
export PLATFORM = sky130hd
export DESIGN_NAME = selector
export DESIGN_NICKNAME = selector
export VERILOG_FILES = /design/flow/design.v
export SDC_FILE = /design/flow/constraint.sdc
export NUM_CORES = 4
export LEC_CHECK = 1
export CORE_AREA = 10 10 70 70
export DIE_AREA = 0 0 80 80
==> /design/flow/constraint.sdc <==
current_design selector

set clk_period 1.9
set clk_io_pct 0.2

create_clock -name clk0 -period $clk_period

set non_clock_inputs [all_inputs -no_clocks]
set_input_delay [expr $clk_period * $clk_io_pct] -clock clk0 $non_clock_inputs
set_output_delay [expr $clk_period * $clk_io_pct] -clock clk0 [all_outputs]
==> /design/flow/design.v <==
module selector( 
		idx,
		issue1,
		issue1_en,
		issue2,
		issue2_en);
input  [15:0] idx;
output [3:0] issue1;
output [3:0] issue2;
output	     issue1_en;
output	     issue2_en;
wire   [4:0] issue_choose1; 
wire   [4:0] issue_choose2; 
assign issue_choose1 =idx[0]? 5'd0
		     :idx[1]? 5'd1
		     :idx[2]? 5'd2
		     :idx[3]? 5'd3
		     :idx[4]? 5'd4
		     :idx[5]? 5'd5
		     :idx[6]? 5'd6
		     :idx[7]? 5'd7
		     :idx[8]? 5'd8
		     :idx[9]? 5'd9
		     :idx[10]? 5'd10
		     :idx[11]? 5'd11
		     :idx[12]? 5'd12
		     :idx[13]? 5'd13
		     :idx[14]? 5'd14
		     :idx[15]? 5'd15
		     :5'b10000;
assign issue_choose2 = idx[15]? 5'd15
		     :idx[14]? 5'd14
		     :idx[13]? 5'd13
		     :idx[12]? 5'd12
		     :idx[11]? 5'd11
		     :idx[10]? 5'd10
		     :idx[9]? 5'd9
		     :idx[8]? 5'd8
		     :idx[7]? 5'd7
		     :idx[6]? 5'd6
		     :idx[5]? 5'd5
		     :idx[4]? 5'd4
		     :idx[3]? 5'd3
		     :idx[2]? 5'd2
		     :idx[1]? 5'd1
		     :idx[0]? 5'd0
		     :5'b10000;
assign issue1 = issue_choose1[3:0];
assign issue2 = issue_choose2[3:0];
assign issue1_en = (issue_choose1[4]==1)? 1'b0 : 1'b1;
assign issue2_en = (issue_choose2[4]==1 | issue_choose1==issue_choose2)? 1'b0 : 1'b1; 
endmodule
==> /design/flow/run.sh <==
#!/bin/bash
# OpenROAD 26Q1-2900-gdf79404cd8, Yosys 0.63+post, stock flow scripts
make -C /OpenROAD-flow-scripts/flow DESIGN_CONFIG=/design/flow/config.mk WORK_HOME=/design/flow/orfs finish
==> qor.txt <==
Worst IR Drop VDD: 0.0760 mV
WHS: 1.19 ns
power per cell area: 170 nW/um2
Main logic family: simple AND/OR/NAND/NOR gates
Flop Count: 0
Cells on Worst Hold Path: 4
DP Wirelength: 1420 um
Yosys Instances: 61
final setup fails: 0
Max-cap violations: 0
register share after synthesis: 0%
Die Size: 6400 um2
FP Util: 9.63%
Post-Synth Simple-Gate Area: 52.5%
Pins Over Slew Limit: 0
worst hold path class: in2out
Final Wtd Congestion: 0.807
Slew HR: 83.2%
Synth cell types: 22
Routed wire per std cell: 11.5 um
vias in the first global route: 650
Rows: 21
# IOs: 26
n_diodes: 0
register area: 0 um2
worst-margin pin slew: 0.250 ns
gr usage total: 5.63%
antenna violation net count after detailed routing: 0
core region area: 3420 um2
RSZ-0062 raised after global routing: yes
drt first pass iters: 3
outcome: complete, no violations
most numerous logic cells after layout: buf_4, buf_6, buf_2
via count: 659
initial antenna violation count: 0
die width: 80 um
CP max FO: 4
Top cell excl fill/tap: buf_4
Avg Cell Area, Syn: 5.39 um2
clkbuf count: 0
setup TNS: 0 ns
CP startpoint kind: input pin
GRT overflow: 0
Synth Area in Adders: 0%
drt via density: 3.95
xor/xnor share: 0%
pin count of the biggest net entering global routing: 6
synthesis-to-layout area growth: 220%
crit path kind: in2out
Die H: 80 um
period utilization: 98.6%
Worst Path Arrival: 1.49 ns
nature of the critical path endpoint: primary output
Final Cell Area: 1050 um2
Log Warnings: 34
Port-buffer cells: 26
CP required: 1.52 ns
first-pass GRT wire length: 2980 um
# hold bufs at CTS: 0
Placed Area: 812 um2
Synth Instances: 61
setup slack at placement: -0.781 ns
Final Hold Viols: 0
yosys warns: 0
Pleak: 0.425 nW
synthesized cell area: 329 um2
upper clock frequency limit: 534 MHz
drt drc: 0
Final WS setup: 0.0275 ns
Yosys chip area: 329 um2
WL final: 1920 um
initial DRC count: 13
Complex Gates by Area: 43.0%
fraction of layout cells with a size suffix above 1: 69.4%
fin crit period: 1.87 ns
Layout fillers: 352
mux contribution to synthesized area: 0%
==> Yosys cell counts, drive strengths merged, types with 3 or more instances <==
cell type | n | share of area [%]
inv | 4 | 4.6
a21oi | 6 | 9.1
nand2b | 3 | 5.7
o31ai | 3 | 6.8
o21ai | 8 | 12
nor2b | 3 | 5.7
nor4 | 4 | 9.5
nand2 | 7 | 8.0
nor2 | 13 | 15
==> worst paths after layout <==
check	from	endpoint	slack (ns)
max	idx[15]	issue2_en	0.03
min	idx[15]	issue2[0]	1.19
==> worst max-delay path, cell delays in order <==
cell and delay (ns):
buf_6 0.11, nor2b_2 0.15, o21ai_2 0.15, a31oi_2 0.11, buf_4 0.14, a211o_1 0.26, nand4b_1 0.08, buf_2 0.10
==> cell type report <==
type	instances	area, um2	area share (%)
Inverter	4	15.0	1.43
Multi-Input combinational cell	57	498	47.3
Timing Repair Buffer	60	483	45.8
Tap cell	46	57.6	5.46
==> where the power goes <==
group	switching, mW	total [mW]	internal [mW]
logic	0.0822	0.179	0.0967
clock network	0	0	0
registers	0	0	0
total	0.0822	0.179	0.0967
==> routing by layer <==
metal | wire length, um | GRT usage, % | share of wire (%) | vias to the layer above
met2 | 794 | 8.43 | 41 | 16
met4 | 0 | 0 | 0 | 0
met5 | 0 | 0 | 0 | -
met3 | 131 | 1.70 | 6.8 | 0
met1 | 997 | 8.17 | 52 | 291
li1 | - | - | - | 352
==> logic make-up after synthesis <==
family	count (synthesis)
AND/OR/NAND/NOR	34
AND-OR/OR-AND	23
buffers and inverters	4
==> what timing repair did <==
item	CTS	global route
pin swaps	21	16
endpoints found under the setup margin	10	8
resized	109	40
setup buffers	11	1
==> through the flow <==
| step | cells | util, % | total power, mW |
|---|---|---|---|
| 2_1_floorplan | 61 | - | 0.0344 |
| 3_5_place_dp | 155 | 23.8 | 0.131 |
| 5_1_grt | 167 | 30.8 | 0.194 |
| 3_3_place_gp | 155 | 23.8 | 0.132 |
| 4_1_cts | 166 | 28.6 | 0.158 |
| 6_report | 167 | 30.8 | 0.179 |
Power is estimated from default activity; no workload was simulated.
