==> flow/design.v <==
module mult_stage(clock, reset, 
                  product_in,  mplier_in,  mcand_in,  start,
                  product_out, mplier_out, mcand_out, done);
  parameter NBIT = 4;
  parameter TBIT = 64;
  input clock, reset, start;
  input [TBIT-1:0] product_in, mplier_in, mcand_in;
  output done;
  output [TBIT-1:0] product_out, mplier_out, mcand_out;
  reg  [TBIT-1:0] prod_in_reg, partial_prod_reg;
  wire [TBIT-1:0] partial_product, next_mplier, next_mcand;
  reg [TBIT-1:0] mplier_out, mcand_out;
  reg done;
  wire [NBIT-1:0] ZBIT = 0;
  assign product_out = prod_in_reg + partial_prod_reg;
  assign partial_product = mplier_in[NBIT-1:0] * mcand_in; 
  assign next_mplier = {ZBIT,mplier_in[TBIT-1:NBIT]}; 
  assign next_mcand = {mcand_in[TBIT-1-NBIT:0],ZBIT}; 
  always @(posedge clock)
  begin
    prod_in_reg      <= #1 product_in;
    partial_prod_reg <= #1 partial_product;
    mplier_out       <= #1 next_mplier;
    mcand_out        <= #1 next_mcand;
  end
  always @(posedge clock)
  begin
    if(reset)
      done <= #1 1'b0;
    else
      done <= #1 start;
  end
endmodule
==> flow/run.sh <==
#!/bin/bash
# OpenROAD 26Q1-2900-gdf79404cd8, Yosys 0.63+post, stock flow scripts
make -C /OpenROAD-flow-scripts/flow DESIGN_CONFIG=/design/flow/config.mk WORK_HOME=/design/flow/orfs finish
==> flow/config.mk <==
export PLATFORM = sky130hd
export DESIGN_NAME = mult_stage
export DESIGN_NICKNAME = mult_stage
export VERILOG_FILES = /design/flow/design.v
export SDC_FILE = /design/flow/constraint.sdc
export NUM_CORES = 4
export LEC_CHECK = 1
export CORE_UTILIZATION = 50
==> flow/constraint.sdc <==
current_design mult_stage

set clk_period 25.4
set clk_io_pct 0.2

create_clock -name clk0 -period $clk_period [get_ports {clock}]

set non_clock_inputs [all_inputs -no_clocks]
set_input_delay [expr $clk_period * $clk_io_pct] -clock clk0 $non_clock_inputs
set_output_delay [expr $clk_period * $clk_io_pct] -clock clk0 [all_outputs]
==> impl_metrics.py <==
# Generated from Yosys and OpenROAD reports
metrics = {
    "status": {
        "status": "completed",
    },
    "routing": {
        "wl_um": 44300,
        "antennaDiodeCount": 0,
        "ant_nets": 0,
        "detailedRoute.firstPassIterationCount": 5,
        "route.detailed.drc": 0,
        "post_drt_via_cell_ratio": 5.19,
        "wire_per_inst_um": 16.3,
        "via_count": 14094,
        "detail_route.iter0.violations": 578,
    },
    "clock_network": {
        "postCtsSetupBuffers": 0,
        "tritoncts_num_sinks": 249,
        "resized_gates_after_cts": 0,
        "clk_root_buffer_cell": "clkbuf_16",
        "cts-htree-levels": 1,
        "clock_path_buffers": 3,
        "clkSlewWorstSetupHoldPaths_ns": 0.06,
        "cts-hold-fix-buffers": 0,
        "clock_tree_from_tritoncts": "done",
        "numCtsBuffers": 28,
    },
    "final_layout": {
        "most_common_logic_cells_in_the_final_layout": "377 x clkdlybuf4s50_1, 249 x dfxtp_1, 240 x inv_1",
        "logic_area_mm2": 0.0108,
        "mostFrequentLayoutCell": "clkdlybuf4s50_1",
        "seqCellArea_mm2": 0.00498,
        "stdcell_count": 2714,
        "syn_to_final_growth_pct": 29.6,
        "num-fill-cells": 2626,
        "layout-drive-gt1-share_pct": 3.75,
    },
    "floorplan": {
        "std_cell_rows": 67,
        "chipHeight_um": 186,
        "fp_util_pct": 50.7,
        "chipArea_mm2": 0.0346,
        "io_pins": 388,
        "floorplan.core_area_mm2": 0.0334,
        "die_boundary_width_um": 186,
    },
    "min_path": {
        "hold_start": "mplier_in[35]",
        "min-delay-path-class": "input pin to flip-flop",
    },
    "setup_path": {
        "crit_fanout": 4,
        "timing.critical_path.arrival_ns": 4.58,
        "timing.setup.critical_path_class": "flip-flop to primary output",
        "required_ns": 20.32,
        "crit_path_top_delay_cell": "clkdlybuf4s50_1",
        "endpoint_type_of_the_worst_setup_path": "primary output",
        "slowest_cell_delay_on_critical_path_ns": 0.52,
        "cpLargestDelayFamily": "AND-OR/OR-AND gates",
        "timing.critical_path.from_type": "flip-flop",
        "worstPathCellList": "ha_1, inv_1, fa_1, nor2b_1, o211ai_1, a31oi_1, o211a_1, o21ai_1, a211o_1, a21oi_1, a211o_1, a31oi_1, xnor2_1, clkdlybuf4s50_1",
        "worst-path-buf-inv": 2,
        "origin_of_the_worst_setup_path": "prod_in_reg[0]$_DFF_P_",
    },
    "sta": {
        "setup_repair_after_global_routing_missed_its_margin": "no",
        "maxSlewViolCount": 0,
        "timing.fmax_mhz": 104,
        "finalClockPeriodUsage_pct": 38.0,
        "finalWorstPathRequiredPeriod_ns": 9.66,
        "max_slew.worst_pin.slew_ns": 0.828,
        "slew_headroom_pct": 44.5,
        "finalSetupViolCount": 0,
        "timing.final.hold_violations": 0,
        "timing.setup.tns_ns": 0,
    },
    "synth": {
        "synthFlopType": "dfxtp_1",
        "library_cell_occupying_the_most_area_in_the_post_synthesis_netlist": "dfxtp_1",
        "yosysCellCount": 1890,
        "mappedNetlistArea_mm2": 0.0169,
        "synth.yosys.chip_area_mm2": 0.0169,
        "synth-warning-count": 1,
        "syn-instance-count": 1890,
        "yosys.stat.seqShare_pct": 29.4,
        "syn_area_per_cell_um2": 8.97,
        "top_cells_by_area": "dfxtp_1 29%, fa_1 14%, ha_1 9.4%",
        "edf_count": 0,
        "ys.flops": 249,
        "top_cell_area_share_pct": 29.4,
        "synthDistinctLibCells": 82,
        "synthArstFlopShare_pct": 0,
    },
    "global_route": {
        "first_global_vias": 13731,
        "grt_antenna_before_repair": 0,
        "grt_start_max_net_pins": 65,
        "global_routing_usage_summed_across_all_routing_layers_pct": 27.1,
        "wire_length_of_the_first_global_routing_pass_um": 70500,
        "gr-total-overflow": 0,
    },
    "job": {
        "max_cap_violations": 0,
        "stage_log_warnings": 26,
    },
    "place": {
        "dp.cells": 2663,
        "hpwl_um": 35200,
        "portBuffers": 379,
        "gpl.final_weighted_congestion": 0.934,
    },
    "pwr": {
        "power.density_mw_per_mm2": 93.4,
        "p_leak_nw": 10.2,
        "largest_vdd_supply_drop_uv": 61.8,
    },
}
-- final timing paths --
check,to,cells after the start
hold / removal,mplier_out[31]$_DFF_P_,1
setup / recovery,product_out[58],14
-- metrics by stage --
stage | utilization, % | worst slack, ns | hold slack [ns] | power [mW] | instance area, µm²
3_5_place_dp | 63.0 | 15.46 | 5.53 | 1.66 | 21100
5_1_grt | 65.7 | 15.54 | 4.93 | 2.21 | 22000
2_1_floorplan | - | 16.62 | 5.11 | 1.16 | 17000
6_report | 65.7 | 15.74 | 4.95 | 2.05 | 22000
4_1_cts | 65.7 | 15.76 | 4.92 | 2.07 | 22000
3_3_place_gp | 63.0 | 15.55 | 5.53 | 1.66 | 21100
-- layout make-up --
class / instances / area share (%)
clock buffers: 37 / 3.48
inverters: 240 / 4.10
multi-input cells: 1343 / 49.1
clock inverters: 14 / 0.683
flip-flops and latches: 249 / 22.7
repair buffers: 383 / 17.4
well taps: 448 / 2.55
-- layer usage --
metal / vias to the layer above / routed length, µm / GRT usage, % / share of wire (%)
li1: 6988 / - / - / -
met1: 6557 / 20000 / 40.1 / 45
met2: 497 / 19800 / 41.8 / 45
met3: 52 / 3550 / 6.84 / 8.0
met4: 0 / 1050 / 5.44 / 2.4
met5: - / 0 / 0 / 0
-- cells in the mapped netlist (25+ instances only) --
cell type	count
and2_1	187
nand2_1	164
o21ai_0	53
fa_1	122
xor2_1	41
nand4_1	25
a21o_1	84
a21oi_1	129
inv_1	240
xnor2_1	83
clkbuf_1	45
nor2_1	71
ha_1	127
dfxtp_1	249
-- where the power goes --
part | total, mW | internal [mW] | switching, mW
registers | 0.490 | 0.459 | 0.0308
logic | 1.16 | 0.593 | 0.572
clock network | 0.396 | 0.233 | 0.164
total | 2.05 | 1.28 | 0.767
-- kinds of logic (layout without fill, tap and decap cells) --
logic type,Yosys count,in the layout,share of synthesized area [%]
buffers and inverters,305,674,7.04
adder cells (fa/ha/maj),249,249,23.8
XOR/XNOR,124,124,6.41
AND/OR/NAND/NOR,549,549,16.9
other,1,8,0.0221
flip-flops,249,249,29.4
AND-OR/OR-AND,413,413,16.5
No activity file was given, so power comes from the tool's default toggle rates.
