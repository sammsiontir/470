===== /design/flow/run.sh =====
#!/bin/bash
# OpenROAD 26Q1-2900-gdf79404cd8, Yosys 0.63+post, stock flow scripts
make -C /OpenROAD-flow-scripts/flow DESIGN_CONFIG=/design/flow/config.mk WORK_HOME=/design/flow/orfs finish

===== /design/flow/config.mk =====
export PLATFORM = sky130hd
export DESIGN_NAME = regfile
export DESIGN_NICKNAME = regfile
export VERILOG_FILES = /design/flow/design.v
export SDC_FILE = /design/flow/constraint.sdc
export NUM_CORES = 4
export LEC_CHECK = 1
export CORE_UTILIZATION = 30

===== /design/flow/constraint.sdc =====
current_design regfile

set clk_period 21.4
set clk_io_pct 0.2

create_clock -name clk0 -period $clk_period [get_ports {clock}]

set non_clock_inputs [all_inputs -no_clocks]
set_input_delay [expr $clk_period * $clk_io_pct] -clock clk0 $non_clock_inputs
set_output_delay [expr $clk_period * $clk_io_pct] -clock clk0 [all_outputs]

===== /design/flow/design.v =====
`timescale 1ns/100ps
module regfile( 
               clock,
               rda1_idx,
               rda2_idx,
               rdb1_idx,
               rdb2_idx, 
               wr1_idx,
               wr2_idx, 
               wr1_data, 
               wr2_data, 
               wr1_en, 
               wr2_en, 
               rda1_out,
               rda2_out, 
               rdb1_out,
               rdb2_out
              ); 
  input   [5:0] rda1_idx, rdb1_idx, wr1_idx, wr2_idx;
  input   [5:0] rda2_idx, rdb2_idx;
  input  [63:0] wr1_data, wr2_data;
  input         wr1_en, wr2_en, clock;
  output [63:0] rda1_out, rdb1_out, rda2_out, rdb2_out;
  reg    [63:0] rda1_out, rdb1_out, rda2_out, rdb2_out;
  reg    [63:0] registers[63:0];    
  wire   [63:0] rda1_reg = registers[rda1_idx];
  wire   [63:0] rdb1_reg = registers[rdb1_idx];
  wire   [63:0] rda2_reg = registers[rda2_idx];
  wire   [63:0] rdb2_reg = registers[rdb2_idx];
  always @*
  begin
    if (rda1_idx == 6'd31)                rda1_out = 0;
    else if (wr1_en && (wr1_idx == rda1_idx)) rda1_out = wr1_data;   
    else if (wr2_en && (wr2_idx == rda1_idx)) rda1_out = wr2_data;   
    else                                      rda1_out = rda1_reg;
  end
  always @*
  begin
    if (rdb1_idx == 6'd31)                rdb1_out = 0;
    else if (wr1_en && (wr1_idx == rdb1_idx)) rdb1_out = wr1_data;   
    else if (wr2_en && (wr2_idx == rdb1_idx)) rdb1_out = wr2_data;   
    else                                      rdb1_out = rdb1_reg;
  end
  always @* 
  begin
    if (rda2_idx == 6'd31)                rda2_out = 0;
    else if (wr1_en && (wr1_idx == rda2_idx)) rda2_out = wr1_data;   
    else if (wr2_en && (wr2_idx == rda2_idx)) rda2_out = wr2_data;   
    else                                      rda2_out = rda2_reg;
  end
  always @*
  begin
    if (rdb2_idx == 6'd31)                rdb2_out = 0;
    else if (wr1_en && (wr1_idx == rdb2_idx)) rdb2_out = wr1_data;   
    else if (wr2_en && (wr2_idx == rdb2_idx)) rdb2_out = wr2_data;   
    else                                      rdb2_out = rdb2_reg;
  end
  always @(posedge clock)
  begin
    if(wr1_en) begin
      registers[wr1_idx] <= #1 wr1_data;
    end
    if(wr2_en) begin
      registers[wr2_idx] <= #1 wr2_data;
    end
  end
endmodule  

==> results.cfg <==
; synthesis and place-and-route metrics
[synthesis]
top_cells_by_area = edfxtp_1, mux4_2, mux2_2
ys_seq_share_pct = 39.46
synth-edff-count = 4096
syn_area_mm2 = 0.3117
yosysWarnings = 1
yosys_cells = 23297
syn_inst = 23297
avgSynthCellArea_um2 = 13.38
ff_type = edfxtp_1
async_reset_ff_share_pct = 0
yosysChipArea_mm2 = 0.3117
netlist-cell-type-count = 55
synthMostInstantiatedCell = edfxtp_1
common_cells = edfxtp_1, mux2_2, mux2i_1
top_cell_area_share_pct = 39.46
ys_ff = 4096
yosysTopAreaCell = edfxtp_1

[layout]
reg_top3 = registers x4096
fill_cells = 99646
final-seq-area_mm2 = 0.1230
syn2layout_area_growth_pct = 12.54
drive_above_1_share_pct = 40.34
final_core_util_pct = 33.85
largest_reg_flops = 4096
comb_area_mm2 = 0.1772
max_flop_register = registers

[clock_network]
clkTransAtPathRegs_ps = 50
post_cts_buffers = 0
cts_tree = yes
holdBufCountCts = 0
cts_max_path_buffers = 5
cts_htree_levels = 5
root_buffer = clkbuf_16
cts-buffers-inserted = 466
clock_sinks = 4096
ctsResizeCount = 0

[setup_path]
required_ps = 17120
crit_fanout = 32
cp.arrival_ps = 12040
critPathCaptureType = primary output
cp_num_buf_inv = 11
start_kind = input port
slowest_stage = a21oi_2
crit_top_cell = buf_4
crit_family = buffers and inverters
critPathKind = in -> out
cpPeakStageDelay_ps = 1130
path_cells = buf_8, buf_4, buf_4, buf_4, buf_4, buf_4, buf_4, mux2i_1, a22oi_1, nand2_1, o21ai_0, buf_4, a2111oi_1, buf_4, a21oi_2, buf_4, clkdlybuf4s50_1

[pwr]
leakage_nw = 122.0
power_density_mw_per_mm2 = 63.59
worst_ir_drop_vdd_mv = 0.07195

[sta]
setup_tns_ps = 0
drv_slew = 20
max_freq_ghz = 0.06127
period_used_pct = 76.27
finalSetupViolations = 0
tightest_slew_ps = 1866
rsz0062_at_grt = false
period_minus_slack_ps = 16320
relSlewSlack_pct = -25.74
finalHoldViolations = 0

[floorplanning]
dieArea_mm2 = 1.043
initCoreUtil_pct = 30.07
rows = 374
die-height_um = 1021
core_area_mm2 = 1.037
die_w_um = 1021
pin_count = 423

[hold_path]
hold_end = registers[27][53]
hold_class = in -> reg
hold_path_startpoint = wr2_data[53]
hold_path_depth = 2

[routing]
wl_um = 1785000
first_pass_iters = 9
ant_nets = 0
post_drt_wl_per_cell_um = 48.01
vias = 256145
drc_errors = 0
vias_per_cell = 6.889
drt_iter0_markers = 27236

[placed_design]
port_buffers = 422
place_congestion = 1.057
dp_hpwl_um = 1138000

[flow_run]
maxCapViolCount = 10
warning_count = 28

[global_route]
grt_max_degree = 85
grt_overflow_total = 0
grt_usage_pct = 35.08
antenna_found_initial = 290
grt_pass1_wl_um = 2353000
first_global_vias = 256187

[status]
violations = capacitance limit, slew limit
status = complete, but fails checks
metal layers:
| metal | GRT usage [%] | part of all wire [%] | vias to the layer above | wire length [um] |
|---|---|---|---|---|
| met5 | 12.48 | 0.88 | - | 15750 |
| met4 | 30.01 | 11 | 379 | 196100 |
| met3 | 29.80 | 19 | 8406 | 345700 |
| met2 | 45.40 | 40 | 25532 | 713400 |
| met1 | 33.36 | 29 | 127024 | 514300 |
| li1 | - | - | 94804 | - |
worst max path at each step:
stage      startpoint           end  slack [ps]  depth (start not counted)
4_1_cts   rda1_idx[0]   rda1_out[1]        5700                         15
6_report  rdb2_idx[1]  rdb2_out[34]        5080                         17
5_1_grt   rdb2_idx[1]  rdb2_out[34]        5320                         17
cell type report:
| type | count | share of cell area, % |
|---|---|---|
| flip-flops and latches | 4096 | 35.06 |
| clock buffers | 550 | 3.444 |
| multi-input cells | 16043 | 50.52 |
| repair buffers | 2165 | 4.981 |
| clock inverters | 284 | 0.8710 |
| well taps | 13724 | 4.895 |
| diodes | 318 | 0.2268 |
cells in the final DEF (no fill, tap or decap), types with 71 or more instances in the layout:
cell type,count
o21ai_0,295
o211ai_1,162
clkbuf_16,471
edfxtp_1,4096
clkinv_2,80
nor4_1,145
mux4_2,2403
mux2i_1,3898
mux2_2,4065
and3_1,181
o221ai_1,308
clkbuf_1,79
clkinv_1,89
diode_2,318
nor2_1,206
nand3_1,521
buf_2,128
o22ai_1,127
a22oi_1,1977
a21oi_1,398
a211oi_1,78
buf_4,1691
a31oi_1,71
nand2_1,573
clkdlybuf4s50_1,276
metrics by stage:
step | cells | setup slack (ps) | hold slack (ps) | instance area, um^2 | power [mW]
floorplan | 23297 | 11050 | 4743 | 311700 | 11.51
global placement | 36026 | 5690 | 4932 | 334800 | 13.62
detailed placement | 36026 | 5706 | 4938 | 334800 | 13.62
CTS | 36860 | 5699 | 3803 | 350000 | 21.96
global route | 37025 | 5321 | 3876 | 350400 | 22.51
finish | 37180 | 5078 | 3834 | 350800 | 22.31
power by group:
| group | leakage, nW | total [mW] | switching (mW) | internal, mW |
|---|---|---|---|---|
| sequential | 36.9 | 9.05 | 0.0969 | 8.95 |
| clock | 7.34 | 8.50 | 3.74 | 4.76 |
| combinational | 77.8 | 4.76 | 3.09 | 1.67 |
| total | 122 | 22.3 | 6.93 | 15.4 |
kinds of logic after synthesis:
group	share of synthesized area (%)
DFF	39.46
AOI/OAI and AO/OA	8.271
muxes	44.74
xor gates and xnor gates	0.1349
buffers and inverters	4.388
and+or+nand+nor	3.012
No activity file was given, so power comes from the tool's default toggle rates.
