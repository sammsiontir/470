### design.v
module rps4(clock, reset, req, en, gnt, count);
  input clock, reset;
  input [3:0] req;
  input en;
  output [3:0] gnt;
  output [1:0] count;
  wire [1:0] tmp_en;
  wire [1:0] tmp_req;
  reg [1:0] count;
  always @(posedge clock)
  begin
    if (reset) count <= 2'b00;
    else count <= count+1;
  end
  rps2 left(.req(req[3:2]), .en(tmp_en[1]), .gnt(gnt[3:2]), .req_up(tmp_req[1]), .sel(count[0]) );
  rps2 right(.req(req[1:0]), .en(tmp_en[0]), .gnt(gnt[1:0]), .req_up(tmp_req[0]), .sel(count[0]) );
  rps2 top(.req(tmp_req), .en(en), .gnt(tmp_en), .req_up(), .sel(count[1]) );
endmodule
module rps2(req, en, gnt, req_up, sel);
  input [1:0] req;
  input en, sel;
  output req_up;
  output [1:0] gnt;
  reg [1:0] gnt;
  reg req_up;
  always @*
  begin
    if (sel)
    begin
      if (en & req[1]) gnt = 2'b10;
      else if (en & req[0]) gnt = 2'b01;
      else gnt = 2'b00;
    end
    else 
    begin
      if (en & req[0]) gnt = 2'b01;
      else if (en & req[1]) gnt = 2'b10;
      else gnt = 2'b00;
    end
    req_up = req[0] | req[1];
  end
endmodule
### run.sh
#!/bin/bash
# OpenROAD 26Q1-2900-gdf79404cd8, Yosys 0.63+post, stock flow scripts
make -C /OpenROAD-flow-scripts/flow DESIGN_CONFIG=/design/flow/config.mk WORK_HOME=/design/flow/orfs finish
### config.mk
export PLATFORM = sky130hd
export DESIGN_NAME = rps4
export DESIGN_NICKNAME = rps4
export VERILOG_FILES = /design/flow/design.v
export SDC_FILE = /design/flow/constraint.sdc
export NUM_CORES = 4
export LEC_CHECK = 1
export CORE_AREA = 10 10 70 70
export DIE_AREA = 0 0 80 80
### constraint.sdc
current_design rps4

set clk_period 1.0
set clk_io_pct 0.2

create_clock -name clk0 -period $clk_period [get_ports {clock}]

set non_clock_inputs [all_inputs -no_clocks]
set_input_delay [expr $clk_period * $clk_io_pct] -clock clk0 $non_clock_inputs
set_output_delay [expr $clk_period * $clk_io_pct] -clock clk0 [all_outputs]
==> reports/summary.txt <==
Initial core utilization: 4.10%
Count of distinct cell types in the synthesized netlist: 10
Synthesized area per cell: 8.24 sq um
Sum of routed wire length over all layers: 710 microns
Simple Share, Synth: 24.1%
Post-synth top area cell: sky130_fd_sc_hd__dfxtp_1
Port buffer count: 12
CP Launch Type: flip-flop
Post-cts hold buffer count: 0
Gate Count Post-Synth: 17
Crit path kind: flip-flop to primary output
R2r worst-path depth: 5
Setup repair after global routing missed its margin: yes
Number of diodes: 0
Crit. End Element: primary output
Relative slew margins: 87.5%
Clock root cell: sky130_fd_sc_hd__clkbuf_4
Tool warnings: 27
Tot GR Track Use: 2.34%
Total of max-cap violations: 0
Final Slew Violations: 0
Pwr dens: 1060 nW/um^2
Antenna violations before repair: 0
Leakage power of the design: 0.000165 uW
Max FFs per register: 2
Drc violations: 0
Total number of H-tree levels: 1
Worst Hold Class: input pin to flip-flop
Horizontal die size: 80 microns
Number of detailed-route iterations in the first pass: 2
Setup skew after layout: 1.23 ps
Maximum operating frequency: 815 MHz
I/O pin cnt: 13
Yosys warning tally: 2
Yosys aoi share: 27.7%
Internal reg-to-reg setup slack: 20 ps
Post-detailed-route count of antenna-violating nets: 0
Synth Seq Share: 28.6%
Area fraction in full adders, half adders and majority gates: 0%
Vert. Die Dim: 80 microns
Number of setup violations in the final report: 4
Global-route wire length before repair: 1110 microns
Routability congestion estimate from global placement: 0.800
Detail-routed net length per standard cell: 8.77 microns
Registers with the most flip-flops: count (2)
Fraction of layout cells with a size suffix above 1: 62.9%
Final total negative setup slack: -718 ps
Req. time, crit path: 800 ps
Clock input transition at the sequential cells of the worst setup and hold paths: 30 ps
Slew of the pin with the lowest slew margin: 187 ps
Clock Path Buffers: 2
Number of DRC markers after the initial detailed-route iteration: 1
Area fraction in mux cells: 0%
Worst reg2reg path endpoint: count[1]
Dominant cells by area after synthesis: sky130_fd_sc_hd__dfxtp_1, sky130_fd_sc_hd__o2111a_1, sky130_fd_sc_hd__buf_4
Layout overhead on the synthesized area: 163%
Via-to-Cell Ratio: 2.42
Main kind of combinational logic by area: AND-OR/OR-AND gates
Fraction of synthesized cell area taken by the top area cell type: 28.6%
Worst Setup Slack post-DPL: -722 ps
Violations in the final reports: setup timing
Post-route minimum period: 1230 ps
Hold Crit Endpoint: count[0]
Chip area: 6400 sq um
Start point of the worst min-delay path: reset
Arrival time of the worst setup path: 1030 ps
Top Layout Cells: sky130_fd_sc_hd__dlygate4sd2_1, sky130_fd_sc_hd__buf_2, sky130_fd_sc_hd__o2111a_1, sky130_fd_sc_hd__clkbuf_4, sky130_fd_sc_hd__buf_4
Clock tree from TritonCTS: done
Run status: finished with violations
Number of standard cells reported by yosys: 17
Share of the synthesized netlist area taken by xor and xnor gates: 6.25%
Maximum vdd ir drop: 0.000180 V
Post-Syn Area: 140 sq um
Final WS setup: -227 ps
Clock buffer count from CTS: 3
Worst-Skew Late Latency: 230 ps
Area figure in the yosys stat output: 140 sq um
Std-Cell Core Area: 3420 sq um
Vias in the first global route: 229
CTS Sinks: 2
Most numerous logic cell after layout: sky130_fd_sc_hd__dlygate4sd2_1
Count of state elements after synthesis: 2
Worst Hold Path Cells: 2
Maximum number of pins on one net before global-route repair: 6
Hold Vio Cnt, Final: 0
Top reg by flops: count
Reg-to-reg critical path startpoint: count[0]
Rows: 21
Total via count in the routed design: 196
Total congestion overflow after global routing: 0
Critical path peak fanout: 4
Hold Slack: 519 ps
Ratio of final minimum period to clock period: 123%
## repair_timing
| action | in CTS | in global routing |
|---|---|---|
| gates resized | 30 | 7 |
| pin swaps | 4 | 0 |
| setup endpoints to repair | 6 | 6 |
| setup buffers | 1 | 1 |
## stage by stage
| step | total power [uW] | cell area (sq um) | cells | util (%) |
|---|---|---|---|---|
| after global routing | 436 | 368 | 81 | 10.8 |
| after detailed placement | 200 | 325 | 76 | 9.52 |
| after CTS | 395 | 354 | 80 | 10.4 |
| after global placement | 198 | 325 | 76 | 9.52 |
| after floorplan | 127 | 140 | 17 | - |
| final | 390 | 368 | 81 | 10.8 |
## kinds of logic after synthesis
family / Yosys count
AND/OR/NAND/NOR: 7
XOR/XNOR: 1
AND-OR/OR-AND: 4
buffers and inverters: 3
flip-flops: 2
## worst max-delay path, cell delays in order (launching register included)
cell and delay, ps:
sky130_fd_sc_hd__dfxtp_4 350, sky130_fd_sc_hd__buf_6 110, sky130_fd_sc_hd__nand2_2 50, sky130_fd_sc_hd__o2111a_1 170, sky130_fd_sc_hd__buf_2 120
## cells in the mapped netlist (all sizes together)
library cell / count
and4: 1
nor2: 3
nand2: 2
nand2b: 1
dfxtp: 2
buf: 2
o21ai: 1
o2111a: 3
inv: 1
xnor2: 1
## per-layer routing
layer  vias to the layer above  global-route usage, %  routed length (microns)
li1                         97                      -                        -
met1                        83                   2.25                      270
met2                        14                   2.73                      225
met3                         2                   3.30                      200
met4                         0                  0.704                       13
met5                         -                      0                        0
## area by class of cell
class                      instances  area (sq um)
multi-input combinational         12           108
clock buffer                       3          22.5
tap                               46          57.6
inverter                           1          3.75
timing repair buffer              17           129
fill                             412          3050
sequential                         2          47.5
## power by group
group	leakage (uW)	switching (uW)	internal, uW	total, uW
combinational	0.000133	38.1	69.8	108
sequential	0.0000178	10.8	88.3	99.0
clock	0.0000138	50.1	133	183
## worst max-delay path by stage
| stage | from | to | cells past startpoint |
|---|---|---|---|
| 4_1_cts | count[0] | gnt[2] | 4 |
| 5_1_grt | count[0] | gnt[2] | 4 |
| 6_report | count[0] | gnt[2] | 4 |
Power is estimated from default activity; no workload was simulated.
