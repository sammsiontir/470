==> flow/design.v <==
`timescale 1ns/100ps
module icachemem( 
                       clock,
                       reset, 
                       wr_en,
                       wr_data,
                       wr_pc_reg,
                       wb_pc_reg,
                       rd_pc_reg,
                       rd_data,
                       rd_valid
                      );
input clock, reset;
input        wr_en;
input [63:0] wr_data;
input [63:0] wr_pc_reg;
input [63:0] wb_pc_reg;
input [63:0] rd_pc_reg;
output wire [63:0] rd_data;
output wire        rd_valid;
wire [54:0]  wr_pc_tag;
wire [5:0]   wr_pc_idx;
wire [54:0]  wb_pc_tag;
wire [5:0]   wb_pc_idx;
wire [54:0]  rd_pc_tag;
wire [5:0]   rd_pc_idx;
reg  [54:0] tags_1[63:0];
reg  [63:0] valid_1;
reg  [63:0] lines_1[63:0];
reg  [54:0] tags_2[63:0];
reg  [63:0] valid_2;
reg  [63:0] lines_2[63:0];
reg  [63:0] next_wr2way1;
reg  [63:0] wr2way1;
assign wr_pc_tag = wr_pc_reg[63:9];
assign wr_pc_idx = wr_pc_reg[8:3];
assign wb_pc_tag = wb_pc_reg[63:9];
assign wb_pc_idx = wb_pc_reg[8:3];
assign rd_pc_tag = rd_pc_reg[63:9];
assign rd_pc_idx = rd_pc_reg[8:3];
wire data_in_1 = ((tags_1[rd_pc_idx] == rd_pc_tag) & valid_1[rd_pc_idx]);
wire data_in_2 = ((tags_2[rd_pc_idx] == rd_pc_tag) & valid_2[rd_pc_idx]);
assign rd_valid = data_in_1 | data_in_2;
assign rd_data  = data_in_1 ? lines_1[rd_pc_idx]:
                  data_in_2 ? lines_2[rd_pc_idx]:
                  64'd0;
always@* begin
  next_wr2way1 = wr2way1;
  if(data_in_1) next_wr2way1[rd_pc_idx] = 1;
  else if(data_in_2) next_wr2way1[rd_pc_idx] = 0;
end
always@(posedge clock) begin
  if(reset) wr2way1 <= #1 64'd0;
  else wr2way1 <= #1 next_wr2way1;
end
always@(posedge clock) begin
  if(reset) begin
    valid_1 <= #1 0;
    valid_2 <= #1 0;
  end else if(wr_en)begin
    if(wr2way1[wr_pc_idx] == 0) begin
      lines_1[wr_pc_idx] <= #1 wr_data;
      valid_1[wr_pc_idx] <= #1 1;
      tags_1[wr_pc_idx] <= #1 wr_pc_tag;
    end else begin
      lines_2[wr_pc_idx] <= #1 wr_data;
      valid_2[wr_pc_idx] <= #1 1;
      tags_2[wr_pc_idx] <= #1 wr_pc_tag;
   end
 end
end
endmodule
==> flow/run.sh <==
#!/bin/bash
# OpenROAD 26Q1-2900-gdf79404cd8, Yosys 0.63+post, stock flow scripts
make -C /OpenROAD-flow-scripts/flow DESIGN_CONFIG=/design/flow/config.mk WORK_HOME=/design/flow/orfs finish
==> flow/config.mk <==
export PLATFORM = sky130hd
export DESIGN_NAME = icachemem
export DESIGN_NICKNAME = icachemem
export VERILOG_FILES = /design/flow/design.v
export SDC_FILE = /design/flow/constraint.sdc
export NUM_CORES = 4
export LEC_CHECK = 1
export CORE_UTILIZATION = 30
export SYNTH_MEMORY_MAX_BITS = 65536
==> flow/constraint.sdc <==
current_design icachemem

set clk_period 218.1
set clk_io_pct 0.2

create_clock -name clk0 -period $clk_period [get_ports {clock}]

set non_clock_inputs [all_inputs -no_clocks]
set_input_delay [expr $clk_period * $clk_io_pct] -clock clk0 $non_clock_inputs
set_output_delay [expr $clk_period * $clk_io_pct] -clock clk0 [all_outputs]
==> Slide: Implementation Results <==
Physical Implementation Snapshot

STA
  – Fin Setup TNS: 0 ps
  – Final worst path period need: around 99000 ps
  – Setup-failing EPs final: 0
  – Worst-Margin Slew: about 1600 ps
  – Highest clock rate: 10.1 MHz
  – RSZ-0062 raised after global routing: false
  – Skew final: 101 ps
  – Final hold violations: 0
  – Slew Limit Fails: 17
  – Relative slew slack: -9.61%
  – Fin crit share: 45.4%

Setup path
  – Most frequent CP cell: buf_4
  – FF-to-FF setup slack: ~210000 ps
  – Critical Path Slowest Stage Cell: o31ai_1
  – Setup crit end kind: output pin
  – Startpoint types: input port
  – Buf/Inv on CP: 13
  – Max incr delay on CP: approximately 960 ps
  – Top delay family on crit path: buffers and inverters
  – Req. time, crit path: between 150000 and 200000 ps
  – Crit-path max FO: 33
  – WS Path Type: input port to output pin
  – Crit-path cells: buf_16 > buf_4 > buf_4 > buf_4 > buf_4 > buf_4 > buf_4 > buf_4 > mux4_2 > mux4_2 > a22oi_1 > a21oi_1 > nor3_1 > buf_4 > or4b_1 > nor4_1 > nand3_4 > buf_4 > buf_4 > o31ai_1 > buf_4 > clkdlybuf4s50_1
  – Arr. time, crit path: ~55000 ps

Yosys
  – Synth area leader: edfxtp_1
  – Post-Synth AOI/OAI Area: about 1.8%
  – Area share, top type: between 70% and 80%
  – Top cells by area: edfxtp_1, mux4_2, mux2i_1
  – Async S/R FF share, synth: 0%
  – Syn_area_per_cell: 23.4 um2
  – Sequential share of the synthesized area: roughly 80%
  – Yosys stat chip area: ~600000 um2
  – Logic family by area: multiplexers
  – Adder-Cell Fraction of Synth Area: 0.0169%
  – Post-synthesis cell count from yosys: 25300
  – Commonest flop: edfxtp_1
  – Cells after Synth: 25300
  – Simple-gate portion of the synthesized area: under 10%
  – Unique cell types: 93
  – Synth Area in XOR/XNOR: 0.118%
  – Number of synthesized flops with an enable pin: 15200
  – Post-synthesis instance area: 592000 um2
  – YS warnings: 1
  – Flops after synth: between 15000 and 20000
  – Mux area share: roughly 18%

Global route
  – Total grt overflow: 0
  – Initial antenna violation count: ~180
  – Number of global-route vias before repair: roughly 320k
  – First-pass GRT wire length: 2570 mm
  – Total Routing Usage GR: slightly above 20%
  – Largest net degree at the start of global routing: between 90 and 100

Final layout
  – Fin cells: approximately 55000
  – Gate Area: about 120000 um2
  – Dominant logic cell types in the final layout: edfxtp_1, mux4_2, buf_4
  – Register Area: about 460000 um2
  – Fill cell count: ~180k
  – P&R area growth vs syn: 15.1%
  – Top cell excl fill/tap: edfxtp_1
  – Share of post-route cells with drive strength above 1: ~30%

Drt
  – DRT Pass-1 Iters: 6
  – Antenna-violating nets left: 0
  – Drt drc: 0
  – Routed via count: 286000
  – Drt wl/cell: 34.5 um
  – Vias per cell: roughly 5.2
  – Final wirelength: 1890 mm
  – Iter 0 DRT Violations: 21200

Flow run
  – Max Cap Viol: 2
  – Log Warnings: 103

Clock tree
  – CTS tree: done
  – Post-cts sizing count: 0
  – Post-CTS Setup Inserts: 0
  – Cts bufs inserted: 1457
  – Clk latency of the worst-skew pair: about 1400 ps
  – Clock Tree Buf Depth: 5
  – H-tree depth: 7
  – Reg clk slew, reported paths: about 60 ps
  – Clk root buf: clkbuf_16
  – Clock Sinks: about 15000
  – Hold buffer count at CTS: 0

Floorplan
  – I/O pins: around 320
  – Row Count: a little over 500
  – Core footprint: 1970000 um2
  – DIE HEIGHT: around 1.4 mm
  – Die width: 1.41 mm
  – Initial core utilization: 30.1%
  – Die area: 1980000 um2

Worst hold path
  – Type of the worst min-delay path: flip-flop to flip-flop

Placed design
  – Routability cong.: ~0.95
  – Placed Instances: a little over 50000
  – Dpl hpwl: around 1100 mm
  – Buffers on Ports: between 200 and 300

Power
  – Maximum VDD drop: about 0.000010 V
  – P per Cell Area: ~9.0 nW/um2
  – Static leakage power: between 0.2 and 0.25 uW

Run status
  – Failing checks: capacitance limit, slew limit
  – Status: complete, but fails checks
-- tightest hold or removal path, cell delays in order, from the launching register on --
cell and delay (ps):
dfxtp_1 310, inv_1 40, o22ai_1 70
-- registers in the layout, indices dropped and copies added, names as in the netlist, named ones only --
name and flops:
lines_1 4096, lines_2 4096, tags_1 3520, tags_2 3520
valid_1 64, valid_2 64
-- metal layers --
| layer | global-route usage, % | wire, um | vias to the layer above | part of all wire (%) |
|---|---|---|---|---|
| met3 | 20.8 | 421000 | 4150 | 22 |
| met2 | 29.3 | 853000 | 25200 | 45 |
| li1 | - | - | 112000 | - |
| met1 | 17.4 | 487000 | 144000 | 26 |
| met5 | 3.44 | 7320 | - | 0.39 |
| met4 | 9.77 | 118000 | 265 | 6.3 |
-- cell type report --
type | count | share of cell area [%]
diodes | 217 | 0.0796
inverters | 153 | 0.0894
well taps | 26100 | 4.79
flip-flops and latches | 15400 | 67.6
multi-input cells | 8281 | 18.3
clock buffers | 1731 | 5.55
repair buffers | 1818 | 2.15
clock inverters | 931 | 1.43
-- power breakdown --
part	leakage, uW	switching, uW	internal [uW]
registers	0.138	1.24	3260
clock network	0.0231	1120	1420
logic	0.0474	203	108
-- cell usage after synthesis, types with 102 or more instances --
library cell,n
edfxtp_1,15200
mux4_2,4233
nand2_1,897
mux2i_1,745
clkbuf_1,551
buf_1,346
a21oi_1,327
buf_2,254
nor2_1,254
o22ai_1,210
dfxtp_1,192
o21ai_0,189
a22oi_1,176
inv_1,148
buf_4,133
a221oi_1,128
buf_6,102
-- metrics by stage --
stage	util, %	total power (uW)	hold slack (ps)	area [um2]	worst slack (ps)
after floorplan	-	3490	447	592000	126100
after global placement	32.2	3630	472	634000	119030
after detailed placement	32.2	3630	465	634000	119010
after CTS	34.6	6140	475	681000	118960
after global routing	34.6	6260	485	682000	118500
final	34.7	6110	473	682000	119030
-- path summary, 6_finish.rpt --
| kind | from | endpoint | cells past startpoint |
|---|---|---|---|
| hold reg to reg | valid_1[14]$_SDFFE_PP0P_ | valid_1[14]$_SDFFE_PP0P_ | 2 |
| setup / recovery | rd_pc_reg[3] | rd_data[27] | 22 |
| setup reg to reg | flip-flop | lines_1[40][12]$_DFFE_PP_ | 11 |
| hold / removal | valid_1[14]$_SDFFE_PP0P_ | valid_1[14]$_SDFFE_PP0P_ | 2 |
-- cells by family (layout without fill, tap and decap cells) --
logic type	Yosys count	count (layout)
compound gates	1537	1537
other cells	0	217
mux	5095	5095
flops	15400	15400
buf+inv	1572	4633
simple gates	1561	1561
fa+ha+maj	8	8
xor+xnor	80	80
No activity file was given, so power comes from the tool's default toggle rates.
