[run.sh]
#!/bin/bash
# OpenROAD 26Q1-2900-gdf79404cd8, Yosys 0.63+post, stock flow scripts
make -C /OpenROAD-flow-scripts/flow DESIGN_CONFIG=/design/flow/config.mk WORK_HOME=/design/flow/orfs finish
[config.mk]
export PLATFORM = sky130hd
export DESIGN_NAME = pa2_fsm
export DESIGN_NICKNAME = pa2_fsm
export VERILOG_FILES = /design/flow/design.v
export SDC_FILE = /design/flow/constraint.sdc
export NUM_CORES = 4
export LEC_CHECK = 1
export CORE_AREA = 10 10 70 70
export DIE_AREA = 0 0 80 80
[constraint.sdc]
current_design pa2_fsm

set clk_period 4.5
set clk_io_pct 0.2

create_clock -name clk0 -period $clk_period [get_ports {clock}]

set non_clock_inputs [all_inputs -no_clocks]
set_input_delay [expr $clk_period * $clk_io_pct] -clock clk0 $non_clock_inputs
set_output_delay [expr $clk_period * $clk_io_pct] -clock clk0 [all_outputs]
[design.v]
module pa2_fsm(
  input  wire       clock,
  input  wire       reset,
  input  wire       valid,
  input  wire [3:0] num,
  input  wire [3:0] seq,
  output reg  [1:0] state,
  output reg  [1:0] n_state, 
  output reg  [3:0] cnt,
  output wire [3:0] n_cnt,
  output wire       hit
  );
  parameter WAIT=2'h0, WATCH=2'h1, ASSERT=2'h2;
  wire       cnt_inc, cnt_dec;
  assign cnt_inc = (state == WATCH) && (seq==num);  
  assign cnt_dec = (state == ASSERT);
  assign n_cnt   = cnt_inc ? cnt + 4'h1 :
                   cnt_dec ? cnt - 4'h1 : cnt;
  assign hit = (state == ASSERT);
  always @* begin 
    case(state)
      WAIT:
        if (valid) n_state = WATCH;
        else       n_state = WAIT;
      WATCH:
        if (!valid) n_state = (n_cnt==0) ? WAIT : ASSERT;
        else        n_state = WATCH;
      ASSERT:
        if (cnt>4'h1) n_state = ASSERT;
        else          n_state = WAIT;
      default: n_state = WAIT;
    endcase
  end
  always @(posedge clock) begin
    if (reset) begin
      state <= #1 WAIT;
      cnt   <= #1 4'h0;
    end else begin
      state <= #1 n_state;
      cnt   <= #1 n_cnt;
    end
  end
endmodule
==> reports/qor.yml <==
powerDensity_nw_per_um2: 174
path_max_fanout: 3
cts_resized: 0
syn_avg_cell_area_sq_um: 8.60
grt_max_degree: 9
cts_setup_buffers: 0
synth_cell_types: 25
warnings: 27
antenna_found_initial: 0
power.leakage_nw: 0.304
clk_pin_slew_ps: 40
htreeDepth: 1
drive_gt1_frac: 0.125
initial_core_util: 0.136
grt_use_total: 0.0409
drt_iter0_drc: 16
cp.arrival_ps: 2900
final_util: 0.227
die_x_um: 80
slowest_delay_ps: 470
ys_seq_frac: 0.259
max-slew-margin-rel: 0.786
finalWirelength_mm: 1.34
hold_viol_final: 0
yosys_cells: 54
gp_congestion: 0.848
yosysTopAreaCellShare: 0.259
cts.path.max_buffers: 2
slew_violations: 0
cp_cell_sequence: "clkdlybuf4s50_1, xnor2_2, nand3_2, or4_1, a31oi_1, a31oi_1, clkdlybuf4s50_1"
area_delta_synth_final_pct: 66.8
synth_area_sq_um: 464
yosysTopAreaCell: "dfxtp_1"
die_h_um: 80
cts-root-buf: "clkbuf_4"
firstDrtPassIters: 4
area_leaders: "dfxtp_1 26%, xnor2_2 11%, ha_1 8.1%"
placementRows: 21
grt_pass1_vias: 468
hold_path.class: "register to register"
finalCriticalPeriod_ps: 3800
cts_tree: "yes"
avgRoutedWirePerCell_um: 10.7
finalClockPeriodUsage: 0.844
outcome: "finished clean"
path_class: "primary input to output port"
slowest_stage: "or4_1"
detail_route.vias_per_cell: 3.93
crit_buf_inv: 2
dp_hpwl_mm: 1.15
peakVddDrop_mv: 0.0932
coreArea_sq_um: 3420
grt_pass1_wl_mm: 2.13
skew_ps: 1.16
yosys-stat-area_sq_um: 464
route.detailed.drc: 0
final_cell_area_sq_um: 774
fill_cells: 395
syn_inst: 54
worstMarginPinSlew_ps: 316
vias: 495
grt_overflow: 0
critPathTopFamily: "buffers and inverters"
ios: 24
clk_latency_ps: 240
ys_warn_count: 1
final.setup.tns_ps: 0
cts_inserted_buffers: 3
cts_hold_buf: 0
max_freq_ghz: 0.263
finalSetupViolCount: 0
crit_required_ps: 3600
endpoint_kind: "output port"
antenna_cells: 0
max-cap-violations: 0
ys.flops: 6
dieArea_sq_um: 6400
placed_cell_area_sq_um: 752
clock-sinks: 6
portBuffers: 23
reg2reg_setup_slack_ps: 2540
final_antenna_net_count: 0
rsz0062_at_grt: "no"
cp-start-kind: "primary input"
==> where the power goes <==
group	total, mW	internal [mW]	switching (mW)	leakage (nW)
clock network	0.0497	0.0302	0.0195	0.0138
logic	0.0302	0.0188	0.0114	0.241
registers	0.0552	0.0542	0.000997	0.0486
total	0.135	0.103	0.0319	0.304
==> stage by stage <==
stage                     instances  worst slack [ps]  total power, mW  hold slack, ps
after global routing            126               515            0.146             641
final                           126               703            0.135             582
after floorplan                  54              1720           0.0691             508
after CTS                       126               673            0.138             584
after detailed placement        123               676           0.0865             578
after global placement          123               699           0.0862             581
==> metal layers <==
layer  vias up  part of all wire  GRT usage
met1       216              0.47     0.0536
met3         2              0.14     0.0273
met4         0             0.013    0.00528
met5         -                 0          0
li1        245                 -          -
met2        32              0.37     0.0554
==> state kept, by name, indices dropped and copies added (netlist names) <==
name	cells
cnt	4
state	2
==> worst reg2reg max path, cell delays in order (launching register included) <==
cell and delay, ps:
dfxtp_1 480, inv_1 120, ha_1 370, or4_1 510, a31oi_1 230, a311oi_1 120
==> placed cells by master, fill, tap and decap left out <==
cell type / count
clkdlybuf4s50_1: 23
nor2_1: 7
dfxtp_1: 6
inv_1: 4
a31oi_1: 4
nand2b_1: 3
xnor2_2: 3
nor2b_1: 3
ha_1: 3
clkbuf_4: 3
xnor2_1: 2
nand2_1: 2
xor2_1: 2
a21oi_1: 2
inv_2: 1
nand3_2: 1
o311ai_1: 1
and3_2: 1
and2b_1: 1
a32oi_2: 1
and3_1: 1
nor4_1: 1
nand3_1: 1
o2111ai_1: 1
or4_1: 1
nor3_1: 1
a311oi_1: 1
==> logic make-up after synthesis <==
logic type               Yosys count  synth area share
AND/OR/NAND/NOR                   23             0.272
XOR/XNOR                           7             0.181
adder cells (fa/ha/maj)            3            0.0809
buffers and inverters              5            0.0404
AND-OR/OR-AND                     10             0.167
flip-flops                         6             0.259
==> layout make-up <==
| class | count | area, sq um | area share |
|---|---|---|---|
| multi-input combinational | 43 | 325 | 0.420 |
| timing repair buffer | 23 | 230 | 0.297 |
| sequential | 6 | 120 | 0.155 |
| tap | 46 | 57.6 | 0.0743 |
| clock buffer | 3 | 22.5 | 0.0291 |
| inverter | 5 | 18.8 | 0.0242 |
==> cell usage after synthesis <==
cell and count:
nor2b_1 3, nand3_2 1, nor2_1 7, a311oi_1 1
a21oi_1 2, nor3_1 1, xor2_1 2, and3_2 1
xnor2_2 3, and3_1 1, or4_1 1, a32oi_2 1
inv_1 4, and2b_1 1, o311ai_1 1, xnor2_1 2
nand3_1 1, nor4_1 1, inv_2 1, ha_1 3
nand2_1 2, nand2b_1 3, o2111ai_1 1, a31oi_1 4
dfxtp_1 6
==> path summary, 6_finish.rpt <==
check,startpoint,to,cells after the start
worst max-delay path,num[2],n_state[1],7
worst min-delay path,cnt[1]$_SDFF_PP0_,cnt[1]$_SDFF_PP0_,2
worst min register to register,cnt[1]$_SDFF_PP0_,cnt[1]$_SDFF_PP0_,2
worst max register to register,cnt[0]$_SDFF_PP0_,state[1]$_SDFF_PP0_,5
No activity file was given, so power comes from the tool's default toggle rates.
